==> flow/design.v <==
`timescale 1ns / 1ps
module Register_Reset (
    input clk,                
    input reset,              
    input RegWrite,           
    input [4:0] read_addr1,   
    input [4:0] read_addr2,  
    input [4:0] write_addr,  
    input [31:0] write_data,  
    output [31:0] read_data1, 
    output [31:0] read_data2  
);
    reg [31:0] regFile [31:0]; 
    assign read_data1 = regFile[read_addr1];
    assign read_data2 = regFile[read_addr2];
     integer i;
    always @(posedge clk or posedge reset) begin
        if (reset) begin
            for (i = 0; i < 32; i = i + 1) begin
                regFile[i] <= 32'b0;  
            end
        end
        else if (RegWrite && write_addr != 0) begin
            regFile[write_addr] <= write_data;  
        end
    end
endmodule
==> flow/run.sh <==
#!/bin/bash
# OpenROAD 26Q1-2900-gdf79404cd8, Yosys 0.63+post, stock flow scripts
make -C /OpenROAD-flow-scripts/flow DESIGN_CONFIG=/design/flow/config.mk WORK_HOME=/design/flow/orfs finish
==> flow/config.mk <==
export PLATFORM = sky130hd
export DESIGN_NAME = Register_Reset
export DESIGN_NICKNAME = Register_Reset
export VERILOG_FILES = /design/flow/design.v
export SDC_FILE = /design/flow/constraint.sdc
export NUM_CORES = 4
export LEC_CHECK = 1
export CORE_UTILIZATION = 40
==> flow/constraint.sdc <==
current_design Register_Reset

set clk_period 8.8
set clk_io_pct 0.2

create_clock -name clk0 -period $clk_period [get_ports {clk}]

set non_clock_inputs [all_inputs -no_clocks]
set_input_delay [expr $clk_period * $clk_io_pct] -clock clk0 $non_clock_inputs
set_output_delay [expr $clk_period * $clk_io_pct] -clock clk0 [all_outputs]
==> flow_results.org <==
#+TITLE: Flow metrics

** GRT
- Wire length of the first global-routing pass :: 367 mm
- Residual overflow from global routing :: 0
- Global-route total usage across every layer :: 42.7%
- The number of global-route vias before repair was 43900.
- The number of antenna violations at the first check in global routing is 15.
- Entering global routing, the biggest net connects 126 pins.

** Run
- The tool flagged a number of max-cap violations equal to 0.
- Number of OpenROAD warnings :: 43

** Detailed routing
- The first TritonRoute pass finished after 10 iterations.
- The count of nets left with antenna violations once routing finished came out at 0.
- The routed design shows a via density per instance of 7.34.
- DRC violations left :: 0
- Summing over every cut layer, the via total after detailed routing is 45600.
- The violation tally recorded at the end of detailed-routing iteration 0 is 5947.
- Overall routed net length :: 270 mm
- Drt wl/cell :: 43.4 µm

** Die
- Core Density at Floorplan :: 40.3%
- The die is 360 µm tall.
- The die covers 130000 µm².
- The region available for standard cell placement spans 128000 µm².
- Measured along the x axis, the die boundary spans 360 µm.
- 114 I/O pins were placed.
- Row cnt :: 131

** Setup path
- Number of cells on the critical path :: 10
- Worst setup path endpoint :: read_data1[30]
- In this run the critical path is formed by clkdlybuf4s50_1, nand2b_1, buf_4, nor2_4, buf_4, a22oi_1, nand4_1, nor3_1, a31oi_1, clkdlybuf4s50_1.
- Together, buffers and inverters on the worst path number 4.
- CP top delay family :: buffers and inverters
- The arrival time of data at the worst endpoint is listed as 6180 ps.
- Reg-to-reg critical path endpoint :: regFile[15][29]$_DFFE_PP0P_
- The launch point of the worst register-to-register path is recorded as regFile[15][29]$_DFFE_PP0P_.
- Critical-path cell with the highest stage delay :: clkdlybuf4s50_1
- The report puts the cell count of the worst reg-to-reg path at 1.
- Per STA, the startpoint of the critical path is read_addr1[4].
- Biggest cell delay along the critical path :: 1100 ps
- Along the worst path, the maximum fanout reaches 14.
- According to the timing report, the data required time at the worst endpoint equals 7040 ps.
- Category of the worst setup path capture point :: output port
- R2R Setup Slk :: 7840 ps
- Start-to-end type of the worst setup path :: input pin to output port
- Startpoint types :: input pin

** Synth
- Number of synthesized flops with an enable pin :: 0
- Number of unique standard cell types used by synthesis :: 66
- Post-synth top flop :: dfrtp_1
- Flip-flop and latch count after synthesis :: 1024
- Post-synthesis cell area :: 51300 µm²
- After synthesis, the design contains 4394 cells according to Yosys.
- Sequential share of the synthesized area :: 49.9%
- Summed over its instances, the top area cell type makes up 49.9% of the synthesized netlist area.
- Post-synthesis, Yosys gives the total cell area as 51300 µm².
- Per the synth stats, the proportion of register bits with asynchronous set or reset is 100%.
- Dominant cells by area after synthesis :: dfrtp_1, mux2_2, a22oi_1
- Counting the warning lines in the Yosys log gives 2.
- Sorting the synthesized cells by how often they occur yields dfrtp_1, mux2_2, a22oi_1.
- The biggest area contributor in the post-synthesis netlist is dfrtp_1.
- After synthesis, the mean cell area works out to 11.7 µm².
- Counting every instance in the synthesized netlist gives 4394.
- Cell with the most instances after synthesis :: dfrtp_1

** Finish
- Number of flip-flops under the largest register name :: 1024
- The post-route netlist has 34.7% of its cells at a drive strength greater than 1.
- Storage element area :: 25600 µm²
- Design area :: 59200 µm²
- Biggest registers after layout :: regFile (1024)
- Counting flops per register, the top entry is regFile.
- Area growth, synth to finish :: 15.3%
- Cell Count, Final, Fillers Out :: 6209
- Number of filler instances in the final layout :: 11500
- The area taken by multi-input combinational cells is reported as 24200 µm².

** Power
- The power report puts the leakage power at 0.0257 µW.
- P per Cell Area :: 229 nW/µm²
- Net switching power figure :: 3980 µW
- Switching power as a fraction of the total was reported as 29.3%.
- Internal :: 9610 µW
- Across the VDD grid, the largest voltage drop is 0.174 mV.
- Power share of the combinational group :: 14.3%
- Post-route total power :: 13600 µW
- Sequential cells account for 48.0% of the total power.
- Of the total power, the clock network draws 37.7%.

** Hold path
- Class of the most critical hold timing path :: register to register

** Status
- The flow ran to the end, and the final reports show no timing, DRC or antenna violations.

** Placed design
- Detailed placement reports a standard cell area of 55200 µm².
- Post-Place Setup Slack :: 1270 ps
- Routability cong. :: 1.07
- Port buffering added 113 buffers.
- For this run the detailed placement stage logged an HPWL of 165 mm.
- The detailed placer reported the number of placed instances as 5973.

** Clocking
- TritonCTS built the clock tree.
- The timing report gives the clock slew at the launch and capture registers of the worst setup and hold paths as 60 ps.
- At the later pin of the worst-skew pair, clock insertion delay measures 710 ps.
- Quantity of gates resized following cts :: 0
- Post-CTS setup repair buffer count :: 0
- H-Tree Level Count :: 3
- Per the CTS log, the buffer count on the longest clock path is 3.
- Number of CTS-inserted buffers :: 112
- Hold repair after CTS inserted 0 buffers.
- Count of clock tree sinks :: 1024
- Root cell of the clock tree :: clkbuf_16

** Final timing
- Setup repair after global routing left no endpoint under its margin.
- Number of hold-slack violations in the final timing report :: 0
- Number of failing setup endpoints in the final timing report :: 0
- F_max :: 126 MHz
- Subtracting the final worst setup slack from the clock period gives 7940 ps.
- Per the final report, max-transition violations number 0.
- Maximum clock skew at final layout :: 0 ps
- The worst path meets setup with 860 ps of slack.
- Final hold analysis gives a worst-case slack of 404 ps.
- At the pin with the least slew margin, the transition time is 1230 ps.
- Part of the cycle the worst path needs :: 90.2%
- The worst pin sits at a relative slew slack of 17.9%.
[cells in the final DEF (no fill, tap or decap), types with 12 or more instances in the layout]
master           synthesis  layout
a21oi_1                 84      84
a221oi_1                26      26
a222oi_1                22      22
a22o_1                  35      35
a22oi_1                751     751
a31oi_1                 21      21
a32oi_1                 17      17
and3_1                  15      14
buf_12                   0      15
buf_4                   20     246
bufinv_16                0      16
clkbuf_1               195      13
clkbuf_16                0     116
clkbuf_8                 0      15
clkdlybuf4s50_1          0     105
clkinv_2                 0      26
clkinvlp_4               0      12
dfrtp_1               1024    1024
diode_2                  0      28
mux2_2                 996     996
mux2i_1                 45      45
nand2_1                252     239
nand2_2                  0      12
nand2b_1                21      19
nand3_1                 52      50
nand4_1                101     101
nor2_1                 155     104
nor2_4                   4      71
nor3_1                  55      52
nor4_1                  35      34
o21ai_0                 30      30
o22ai_1                 12      12
o32a_1                  14      14
[stage by stage]
| stage | utilization, % | setup TNS, ps |
|---|---|---|
| finish | 46.4 | 0 |
| CTS | 46.4 | 0 |
| global route | 46.4 | 0 |
| global placement | 43.3 | 0 |
| detailed placement | 43.3 | 0 |
| floorplan | - | -7243710 |
[worst min-delay path by stage]
stage | slack (ps) | cells past startpoint | end | from
4_1_cts | 400 | 0 | regFile[0][29]$_DFFE_PP0P_ | regFile[0][29]$_DFFE_PP0P_
5_1_grt | 410 | 0 | regFile[0][15]$_DFFE_PP0P_ | regFile[0][15]$_DFFE_PP0P_
6_report | 400 | 0 | regFile[0][13]$_DFFE_PP0P_ | regFile[0][13]$_DFFE_PP0P_
[logic make-up (layout without fill, tap and decap cells)]
kind of cell           Yosys count  count (layout)  synth area share, %
buffers and inverters          463             588                 4.06
DFF                           1024            1024                 49.9
other                            0              28                    0
and+or+nand+nor                778             778                 7.42
muxes                         1052            1052                 23.0
AOI/OAI and AO/OA             1077            1077                 15.6
[layout make-up]
class | count | area share (%)
clock buffer | 144 | 5.33
antenna | 28 | 0.118
multi-input combinational | 2907 | 40.9
clock inverter | 64 | 1.35
inverter | 7 | 0.0507
timing repair buffer | 373 | 5.46
tap | 1662 | 3.51
sequential | 1024 | 43.3
[power groups by stage]
| stage | sequential (µW) | clock [µW] | combinational, µW |
|---|---|---|---|
| final | 6520 | 5120 | 1950 |
| after global routing | 6580 | 5310 | 2050 |
| after CTS | 6460 | 5120 | 1900 |
[layer usage]
metal	wire [µm]	vias up	share of wire, %	global-route usage [%]
met5	420	-	0.16	2.33
met4	20600	21	7.6	23.5
met3	50000	1424	19	30.7
met2	104000	4527	39	54.0
met1	94800	22700	35	53.3
li1	-	16900	-	-
Power is estimated from default activity; no workload was simulated.
