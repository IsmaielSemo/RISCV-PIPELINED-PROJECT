$ cat design/flow/design.v
`timescale 1ns / 1ps
module DataMem(
    input clk,
    input MemRead,
    input MemWrite,
    input [5:0] addr,
    input [2:0] func3,    
    input [31:0] data_in,
    output reg [31:0] data_out   
);  
    reg [7:0] mem [1024-1:0];  
    initial begin   
        mem[0] = 8'd20;
        mem[1] = 8'd9;
        mem[2] = 8'd4;
        mem[3] = 8'd0;
    end
    always @(*) begin
            case(func3)
                3'b010:  
                    data_out = {mem[addr+3], mem[addr+2],mem[addr+1], mem[addr]};  
                3'b001:  
                    data_out = {{16{mem[addr+1][7]}}, mem[addr+1], mem[addr]};  
                3'b000:  
                    data_out = {{24{mem[addr][7]}}, mem[addr]};  
                3'b100:  
                    data_out = {24'b0, mem[addr]};  
                3'b101:  
                    data_out = {16'b0, mem[addr+1], mem[addr]};
                default:
                    ; 
                endcase
    end
    always @(posedge clk) begin  
        if (MemWrite) begin
            case(func3)
                3'b010:  
                    {mem[addr+3], mem[addr+2],mem[addr+1], mem[addr]} <= data_in; 
                3'b001:  
                    {mem[addr+1], mem[addr]} <= data_in[15:0]; 
                3'b000:  
                    mem[addr] <= data_in[7:0];  
                default:
                    ;
            endcase
        end
    end
endmodule
$ cat design/flow/run.sh
#!/bin/bash
# OpenROAD 26Q1-2900-gdf79404cd8, Yosys 0.63+post, stock flow scripts
make -C /OpenROAD-flow-scripts/flow DESIGN_CONFIG=/design/flow/config.mk WORK_HOME=/design/flow/orfs finish
$ cat design/flow/config.mk
export PLATFORM = sky130hd
export DESIGN_NAME = DataMem
export DESIGN_NICKNAME = DataMem
export VERILOG_FILES = /design/flow/design.v
export SDC_FILE = /design/flow/constraint.sdc
export NUM_CORES = 4
export LEC_CHECK = 1
export CORE_UTILIZATION = 50
export SYNTH_MEMORY_MAX_BITS = 65536
$ cat design/flow/constraint.sdc
current_design DataMem

set clk_period 8.4
set clk_io_pct 0.2

create_clock -name clk0 -period $clk_period [get_ports {clk}]

set non_clock_inputs [all_inputs -no_clocks]
set_input_delay [expr $clk_period * $clk_io_pct] -clock clk0 $non_clock_inputs
set_output_delay [expr $clk_period * $clk_io_pct] -clock clk0 [all_outputs]
==> out/results.env <==
YS_WARN_COUNT=1
SETUP_VIOL_COUNT_FINAL=0
ROUTED-VIA-COUNT=67400
CTS-HOLD-FIX-BUFFERS=0
PWR_DENSITY_CELL_nW_PER_UM2=164
POWER.STATIC_LEAKAGE_nW=30.7
GRT_OVERFLOW=0
CRIT_PATH_MAX_FANOUT=47
ANTENNA_FOUND_INITIAL=43
YS_TOP_CELLS_BY_AREA='edfxtp_1 (37%), mux4_2 (20%), mux2i_1 (10%), mux2_2 (8.4%), clkbuf_1 (3.8%)'
COMMON_CELLS='edfxtp_1 (1024), mux2i_1 (855), clkbuf_1 (844), nand2_1 (744), mux4_2 (725)'
ANTENNA_VIOLATING_NETS_POST_ROUTE=0
SYNTHESIS.AREA_SQ_UM=83200
ROUTE.DETAILED.VIAS_PER_INST=7.23
SYNTH-ASYNC-RESET-RATIO_PCT=0
FINAL.PERIOD_UTILIZATION_PCT=75.6
DP.FINAL_HPWL_UM=258000
COREAREA_SQ_UM=165000
CRITICAL_PATH.CELL_CHAIN='buf_8 -> ha_1 -> nand3_2 -> xnor2_2 -> buf_4 -> nor3_1 -> and2_1 -> nand2_1 -> nand3_1'
DRT_FIRST_ITER_VIOLATIONS=7738
CLK_PIN_SLEW_WORST_PATHS_NS=0.06
CRITPATHSLOWESTCELL='nor3_1'
WORSTSETUPENDPOINTTYPE='register'
DRC_VIOLATION_COUNT_AFTER_ROUTING=0
PERIOD_MINUS_SLACK_NS=6.35
CLK_ROOT_BUFFER_CELL='clkbuf_16'
TIGHTEST_SLEW_NS=1.53
SYNTH-EDFF-COUNT=1024
SLEW_HEADROOM_PCT=-2.35
FLOORPLAN.ROWS=149
SYNTHFLOPTYPE='edfxtp_1'
SYNTH_STAT.CELLS=7283
SETUP-TNS-FINAL_NS=0
LARGEST_AREA_CELL='edfxtp_1'
AGGREGATE_GLOBAL_ROUTE_RESOURCE_USAGE_PCT=49.3
CLOCKBUFFERDEPTH=3
CTS_MADE_BUFFERS=119
WARNINGS=37
COUNT_OF_UNCLOCKED_REGISTER_OR_LATCH_PINS=32
FLOORPLANUTILIZATION_PCT=50.4
SYNTH.CELLMIX.COMPOUNDSHARE_PCT=8.67
HTREEDEPTH=3
CHIP_AREA_SQ_UM=168000
FIRST_GLOBAL_VIAS=65400
NETLIST-CELL-TYPE-COUNT=94
YOSYS.AREA_SHARE.XOR_XNOR_PCT=0.233
CRITICAL-PATH-MAX-STAGE-DELAY_NS=1.13
WORSTPATHARRIVAL_NS=6.75
HOLD_VIOL=0
SYNTH_AREA_IN_ADDERS_PCT=0.120
OVERALL_DIE_WIDTH_UM=410
GRT_START_MAX_NET_PINS=121
IO_BUFFER_COUNT=74
TIMING.HOLD.WORST_PATH_DEPTH=1
LAYOUT-DRIVE-GT1-SHARE_PCT=28.1
STATUS='complete, but fails checks'
DETAIL_ROUTE.WIRELENGTH_UM=384000
TIMING.SETUP.CRITICAL_PATH_CLASS='in2reg'
WORST_HOLD_PATH.ENDPOINT='mem[123][4]'
SYNTH_DOMINANT_CELL_COUNT='edfxtp_1'
POSTCTSSETUPBUFFERS=0
POSTSYNTHCELLCOUNT=7283
CTS_TREE='built'
MAX-VDD-IR-DROP_V=0.000192
TOP_LEVEL_PORTS=76
CRITPATHREQUIREDTIME_NS=8.80
YS_SH_MUX_PCT=38.3
TOTALPOWERFINAL_W=0.0147
CP-START-KIND='input port'
DRT-PASS1-ITER-COUNT=23
SHARE_OF_YOSYS_CELL_AREA_CLAIMED_BY_THE_TOP_AREA_CELL_TYPE_PCT=37.0
YS.FLOPS=1056
FINAL-MAX-SLEW-VIOLATION-COUNT=8
LAYOUT-AREA-OVERHEAD-VS-SYNTH_PCT=7.44
GRT_FIRST_PASS_WIRELENGTH_UM=524000
FMAX_MHz=158
RSZ0062_AT_GRT='false'
CAP_VIOL_MAX_COUNT=2
SYN_AREA_PER_CELL_SQ_UM=11.4
WORSTHOLDPATHTYPE='in2reg'
PLACE_CONGESTION=1.16
SIMPLE_GATE_SHARE_PCT=8.89
SYNTH.LOGIC.TOP_FAMILY='multiplexers'
VIOLATIONS='max-capacitance violations, max-slew violations'
DIE-HEIGHT_UM=410
ROUTED_LEN_INST_UM=41.1
STARTPOINT_OF_THE_MOST_CRITICAL_HOLD_PATH='data_in[12]'
CTS-RESIZED-GATES=0
TOTAL_CELL_AREA_REPORTED_BY_YOSYS_AFTER_SYNTHESIS_SQ_UM=83200
UNCONSTRAINED_ENDPOINTS=64
-- critical path, delay by kind of cell --
family | cells | cell delay, ns
xor gates and xnor gates | 1 | 0.33
adders and majority gates | 1 | 0.77
buffers and inverters | 2 | 0.65
and+or+nand+nor | 5 | 3.23
-- logic make-up (layout without fill, tap and decap cells) --
group,after synthesis,after routing
mux,2198,2198
simple gates,1642,1642
compound gates,1195,1195
buf+inv,1166,599
flops,1024,1024
latches,32,32
xor+xnor,17,17
fa+ha+maj,8,8
other cells,1,421
-- cells in the final DEF (no fill, tap or decap), types with 92 or more instances in the layout --
cell type	instances
clkbuf_16	121
o21ai_1	92
mux2i_1	855
nor2_1	477
nand3_1	126
a21oi_1	523
mux4_2	725
nand2_1	744
o21ai_0	165
mux2_2	617
edfxtp_1	1024
conb_1	384
buf_4	318
-- registers in the layout (all words and copies together), names as in the netlist --
signal / count
data_out: 32
mem: 1024
-- where the power goes --
part | switching, W | total (W) | internal, W | leakage (nW)
logic | 0.00227 | 0.00345 | 0.00119 | 19.1
registers | 0.000126 | 0.00598 | 0.00585 | 9.77
clock network | 0.00230 | 0.00527 | 0.00296 | 1.88
total | 0.00469 | 0.0147 | 0.0100 | 30.7
-- stage by stage --
| step | hold WS, ns | util, % | cell area [sq um] | cells | setup slack [ns] |
|---|---|---|---|---|---|
| 6_report | 1.19 | 54.2 | 89400 | 9325 | 2.05 |
| 5_1_grt | 1.19 | 54.1 | 89300 | 9306 | 2.06 |
| 4_1_cts | 1.17 | 54.1 | 89300 | 9288 | 2.61 |
| 3_3_place_gp | 2.01 | 51.8 | 85400 | 9067 | 1.78 |
| 3_5_place_dp | 2.02 | 51.8 | 85400 | 9067 | 1.80 |
| 2_1_floorplan | 2.11 | - | 84600 | 7666 | 2.75 |
-- per-layer routing --
metal	up-vias	share of wire [%]	GRT usage [%]
met3	1729	20	37.8
met5	-	0.55	12.6
li1	26900	-	-
met1	32600	31	57.9
met2	6144	40	62.4
met4	80	9.1	31.2
-- how the worst max path moves through the flow --
stage	slack (ns)	to	from	depth (start not counted)
after CTS	2.61	mem[29][4]	func3[1]	9
after global routing	2.06	mem[17][6]	addr[1]	9
final	2.05	mem[21][2]	addr[1]	9
-- final cells by class --
| cell class | instances | area, sq um |
|---|---|---|
| diodes | 37 | 92.6 |
| clock buffers | 138 | 3090 |
| clock inverters | 83 | 766 |
| fillers | 13700 | 75600 |
| inverters | 14 | 57.6 |
| multi-input cells | 5444 | 48500 |
| flip-flops and latches | 1056 | 31200 |
| well taps | 2189 | 2740 |
| repair buffers | 364 | 2880 |
Power figures rest on the tool's default switching activity, not on a simulated workload.
