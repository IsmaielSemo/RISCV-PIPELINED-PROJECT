===== flow/constraint.sdc =====
current_design InstMem

set clk_period 1.0
set clk_io_pct 0.2

create_clock -name clk0 -period $clk_period

set non_clock_inputs [all_inputs -no_clocks]
set_input_delay [expr $clk_period * $clk_io_pct] -clock clk0 $non_clock_inputs
set_output_delay [expr $clk_period * $clk_io_pct] -clock clk0 [all_outputs]

===== flow/design.v =====
`timescale 1ns / 1ps
module InstMem (input [5:0] offset, output [31:0] data_out);
   reg [31:0] mem [0:63];
   assign data_out = mem[offset];
   initial begin
mem[0]=32'b00000000000000000000000010000011;  
mem[1]=32'b00000001010000000000000100010011;  
mem[2] = 32'b00000000000100010100010001100011; 
mem[3] = 32'b00000001010000001000001000010011;  
mem[4] = 32'b11111110101100001000000110010011;  
mem[5] = 32'b00000000111100001000001010010011;  
end
endmodule

===== flow/config.mk =====
export PLATFORM = sky130hd
export DESIGN_NAME = InstMem
export DESIGN_NICKNAME = InstMem
export VERILOG_FILES = /design/flow/design.v
export SDC_FILE = /design/flow/constraint.sdc
export NUM_CORES = 4
export LEC_CHECK = 1
export CORE_AREA = 10 10 70 70
export DIE_AREA = 0 0 80 80

===== flow/run.sh =====
#!/bin/bash
# OpenROAD 26Q1-2900-gdf79404cd8, Yosys 0.63+post, stock flow scripts
make -C /OpenROAD-flow-scripts/flow DESIGN_CONFIG=/design/flow/config.mk WORK_HOME=/design/flow/orfs finish

==> run notes <==
Summary of implementation figures.

Logic synthesis
For reference, the mux area share after synthesis is 0%. The number of cells reported by Yosys stat comes to 37. For this run, the chip area from Yosys synthesis comes to 247.7 um2. The top cell type by area accounts for 69.70% of the synthesized area. Summing the areas of all and, or, nand and nor instances in the mapped netlist gives 12.12% of the synthesized area. The main combinational cell family by area after synthesis is buffers and inverters. For reference, the post-synthesis area per instance comes to 6.696 um2. The number of warning messages in the yosys log is 1. The compound-gate portion of the synthesized area is 12.12%.

The arithmetic-cell share of the synthesized area counting full adders, half adders and majority gates is 0%. Synthesis handed over a netlist of 37 instances. The synthesized design spends more area on one cell type than any other, namely sky130_fd_sc_hd__buf_4. The parity-gate share of the synthesized area counting xor and xnor cells is 0%. Synthesis instantiated 8 different standard cells from the library. The cell area that synthesis handed to floorplanning was 247.7 um2. Per Yosys stat, the portion of area used by sequential elements is 0%. Ranked by total cell area, the synthesized netlist is headed by sky130_fd_sc_hd__buf_4 (70%), sky130_fd_sc_hd__a21o_1 (9.1%), sky130_fd_sc_hd__nor2b_1 (5.1%).

Cells and area
The post-route netlist has 62.71% of its cells at a drive strength greater than 1. The tally of clock buffers in the finished layout is 0. The library cells used most frequently in the layout, excluding fill and tap cells, are sky130_fd_sc_hd__buf_6 (14), sky130_fd_sc_hd__buf_2 (12), sky130_fd_sc_hd__conb_1 (10). The flow measured a signed area growth from synthesis to layout of 109.6%.

Sequential cells placed in the final layout were counted as 0. Registers take 0 um2. The library cell used most frequently in the layout, excluding fill and tap cells, is sky130_fd_sc_hd__buf_6.

Global route
The overall track demand over capacity in global routing is 2.240%. The number of antenna violations at the first check in global routing is 0. The routing usage on met3 is 0.5682%. The most utilized layer in the global route result is met2. The via count of the first global-routing pass is 259.

For this run, global-route usage on met1 was measured as 3.296%. The first global-routing pass estimated 1.255 mm of wire. The residual overflow from global routing is 0. The routing usage on met2 is 3.371%. The maximum number of pins on one net before global-route repair is 6.

Detailed routing
The script logs the ratio of routed vias to standard cells as 2.429. Per the detail_route report, DRC violations left total 0. Once detail routing completed, the nets flagged for antenna violations numbered 0. The antenna diode count is 0.

The detailed router's first-iteration violation count is 1. The first detailed-routing pass took 2 iterations. The wire length reported by the detailed router is 907 um. Detailed routing inserted a total of 255 vias. The final routed wire length divided by cell count is 8.638 um.

STA
The final timing summary puts the cycle share of the worst path at 111.7%. The final critical-path required period is 1.117 ns. The count of endpoints failing setup in the final report is 5. The slack of the critical path is -0.1170 ns. The final number of hold-violating endpoints is 0. Per the timing report, the achievable frequency comes out to 0.8953 GHz. The max-slew violation count is 0. Setup repair after global routing could not meet its margin everywhere.

Placement
The post-DP HPWL is 738.1 um. The worst setup slack after placement is -0.8877 ns. The final weighted congestion in routability-driven placement is 0.7538.

The number of buffers inserted by port buffering is 25.

Worst setup path
The most common cell type on the critical path is sky130_fd_sc_hd__buf_6. The kind of capture point of the worst setup path is a primary output. STA classifies the critical path startpoint as an input pin. The slowest cell on the critical path is sky130_fd_sc_hd__or2_4. The timing report lists the critical path depth as 6 cells.

The biggest fanout along the worst timing path is 3. The data required time reported for the critical path is 0.80 ns. By startpoint and endpoint, the worst setup path is classified as in -> out. The signal on the critical path passes through buf_6 -> or2_4 -> nor2_4 -> buf_6 -> buf_6 -> buf_6. According to the timing report, the arrival time at the worst endpoint equals 0.92 ns. Per the post-run analysis, buffers plus inverters along the critical path come to 4.

The cell family contributing the most delay on the critical path is buffers and inverters. The peak per-stage delay on the critical path is 0.25 ns.

Die
In this run the standard cell core region covers 3416 um2. The floorplan has 21 rows. In the floorplan report the effective utilization is 7.253%.

The die outline area is 6400 um2. The floorplan step set the die height to 80 um. 38 I/O pins were placed. According to the floorplan report, the die width is 80 um.

Run
Warnings raised by the tools during the run amount to 37. The number of max-capacitance violations reported is 0.

Pwr
The flow reported a cell area power density of 317.0 nW/um2. The leakage power summed over all cells is 0.0002920 uW. The post-route total power is 164.6 uW. The analysis reports a worst IR drop on VDD of 40.31 uV.

Status
The flow ran to the end, but the final reports show violations. The final reports fail on setup timing.

CTS
The number of hold buffers added after CTS is 0.

Min path
The type of the tightest min-delay check is in -> out. The report gives the cell count of the worst hold path as 4.
-- worst min-delay path: cells and delay by family --
kind / cells / cell delay [ns]
buffers and inverters: 3 / 0.27
AND/OR/NAND/NOR: 1 / 0.04
-- repair_timing --
action,CTS,global route
setup endpoints to repair,22,9
setup buffers,9,0
pin swaps,4,3
gates resized,89,2
-- cells by family (layout without fill, tap and decap cells) --
| family | count (synthesis) | after routing |
|---|---|---|
| AOI/OAI and AO/OA | 4 | 4 |
| buffers and inverters | 25 | 39 |
| and+or+nand+nor | 6 | 6 |
| other | 2 | 10 |
-- per-stage QoR --
step | area [um2] | hold WS, ns | setup TNS (ns) | instances | utilization (%)
floorplan | 277.8 | 0.4209 | 0 | 45 | -
global placement | 442.9 | 1.393 | -14.49 | 97 | 12.97
detailed placement | 442.9 | 1.406 | -15.09 | 97 | 12.97
CTS | 513.0 | 0.7053 | -0.3955 | 105 | 15.02
global route | 519.2 | 0.7302 | -0.4704 | 105 | 15.20
finish | 519.2 | 0.7076 | -0.3267 | 105 | 15.20
-- worst paths after layout --
| check | start | slack, ns | to |
|---|---|---|---|
| min | offset[1] | 0.71 | data_out[5] |
| max | offset[2] | -0.12 | data_out[6] |
-- metal layers --
metal	wire length (um)	vias to the layer above
met3	129	0
li1	-	123
met5	0	-
met2	344	26
met4	0	0
met1	433	106
-- synthesized netlist by cell type --
cell                       instances
sky130_fd_sc_hd__a21o_1            3
sky130_fd_sc_hd__buf_4            23
sky130_fd_sc_hd__conb_1            2
sky130_fd_sc_hd__inv_1             2
sky130_fd_sc_hd__nor2_1            3
sky130_fd_sc_hd__nor2b_1           2
sky130_fd_sc_hd__o21bai_1          1
sky130_fd_sc_hd__or2_1             1
-- layout make-up --
type               instances  area, um2
fillers                  391       2897
repair buffers            37      329.1
multi-input cells         20      125.1
inverters                  2      7.507
well taps                 46      57.56
-- power by group --
group / internal, uW / switching, uW / total (uW)
Sequential: 0 / 0 / 0
Combinational: 114 / 50.4 / 165
Clock: 0 / 0 / 0
Power is estimated from default activity; no workload was simulated.
